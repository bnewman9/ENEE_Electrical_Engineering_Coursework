<file path="/design/flow/config.mk">
export PLATFORM = sky130hd
export DESIGN_NAME = x7segb
export DESIGN_NICKNAME = x7segb
export VERILOG_FILES = /design/flow/design.v
export SDC_FILE = /design/flow/constraint.sdc
export NUM_CORES = 4
export LEC_CHECK = 1
export CORE_AREA = 10 10 102 102
export DIE_AREA = 0 0 112 112
</file>
<file path="/design/flow/constraint.sdc">
current_design x7segb

set clk_period 5.0
set clk_io_pct 0.2

create_clock -name clk0 -period $clk_period [get_ports {mclk}]

set non_clock_inputs [all_inputs -no_clocks]
set_input_delay [expr $clk_period * $clk_io_pct] -clock clk0 $non_clock_inputs
set_output_delay [expr $clk_period * $clk_io_pct] -clock clk0 [all_outputs]
</file>
<file path="/design/flow/design.v">
module x7segb(
	input wire [15:0] x,
	input wire mclk,
	input wire clr,
	output reg[6:0] a_to_g,
	output reg[3:0] an,
	output wire dp
);
wire[1:0] s;
reg[3:0] digit;
wire[3:0] aen;
reg[19:0] clkdiv;
	assign dp=1;
	assign s=clkdiv[19:18];
	assign aen=4'b1111;
	always @(*)
		case(s)
			0: digit=x[3:0];
			1: digit=x[7:4];
			2: digit=x[11:8];
			3: digit=x[15:12];
			default: digit=x[3:0];
		endcase
	always @(*)
		case(digit)
			0: a_to_g=7'b0000001;
			1: a_to_g=7'b1001111;
			2: a_to_g=7'b0010010;
			3: a_to_g=7'b0000110;
			4: a_to_g=7'b1001100;
			5: a_to_g=7'b0100100;
			6: a_to_g=7'b0100000;
			7: a_to_g=7'b0001111;
			8: a_to_g=7'b0000000;
			9: a_to_g=7'b0000100;
			'hA: a_to_g=7'b0001000;
			'hB: a_to_g=7'b1100000;
			'hC: a_to_g=7'b0110001;
			'hD: a_to_g=7'b1000010;
			'hE: a_to_g=7'b0110000;
			'hF: a_to_g=7'b0111000;
			default: a_to_g=7'b0000001;
		endcase
	always @(*)
		begin
			an=4'b1111;
			if(aen[s]==1)
			an[s]=0;
		end
	always @(posedge mclk or posedge clr)
		begin
			if(clr==1)
				clkdiv<=0;
			else
				clkdiv<=clkdiv+1;
		end
endmodule
</file>
<file path="/design/flow/run.sh">
#!/bin/bash
# OpenROAD 26Q1-2900-gdf79404cd8, Yosys 0.63+post, stock flow scripts
make -C /OpenROAD-flow-scripts/flow DESIGN_CONFIG=/design/flow/config.mk WORK_HOME=/design/flow/orfs finish
</file>
==> results.toml <==
# physical design summary
[run_status]
outcome = "completed"

[clock_tree]
cts_setup_buffers = 0
cts_root_buf = "clkbuf_8"
cts_max_level = 1
cts_hold_buf = 0
cts_tree = "built"
cts_resized = 0
numCtsBuffers = 3
cts_num_sinks = 20
clkSlewWorstSetupHoldPaths_ns = 0.07
cts_buffer_depth = 2
clock.latency.late_pin_ns = 0.26

[worst_hold_path]
hold_path_class = "flop to flop"
worstHoldEndpoint = "clkdiv[4]"
hp-start = "clkdiv[4]"
min_path_cells = 1

[critical_path]
cp.required_ns = 4.00
cp-end-kind = "primary output"
crit_path_start_kind = "primary input"
r2r_cells = 4
crit_arrival_ns = 3.15
r2r_end = "clkdiv[18]"
r2r_slack_ns = 3.58
r2r-start = "clkdiv[0]"
path_max_fanout = 5
path_class = "primary input to primary output"

[final_timing]
final.setup_skew_ns = 0.007149
relSlewSlack_pct = 51.07
drv_slew = 0
setup_tns_ns = 0
whs_ns = 0.4687
finalHoldViolCount = 0
post-route-period-util_pct = 83.08
worst_pin_slew_ns = 0.7331
fin_crit_ns = 4.154
fmax_mhz = 240.7
setup_viol = 0
rsz0062_at_grt = "false"

[grt]
gr-total-overflow = 0
grt_max_degree = 21
grt_pass1_vias = 897
grt_usage_pct = 4.193
grt_pass1_wl_mm = 4.491
antenna_found_initial = 0

[floorplan]
die_h_um = 112
rows = 33
io_pins = 30
core_um2 = 8217
fp.dieW_um = 112
dieArea_um2 = 12540
fp-utilization_pct = 15.21

[drt]
ant_nets = 0
routed_wl_mm = 2.680
drtIter0Drc = 20
num_vias = 914
drc = 0
via_per_inst = 3.746
first_pass_iters = 4
wl_per_cell_um = 10.98
antenna_cells_inserted = 0

[pwr]
vdd_drop_max_mv = 0.1934
leakage_nw = 0.6801
power.density_nw_per_um2 = 196.9

[synth]
synthTopCellsByArea = "dfrtp_1 40%, xnor2_1 11%, mux4_2 7.2%, ha_1 7.0%, nand3_1 3.6%"
synth.top_cells.by_count = "20 x dfrtp_1, 16 x xnor2_1, 9 x nand3_1"
numSynthFlops = 20
yosysTopAreaCell = "dfrtp_1"
ys_cells = 114
synth_area_um2 = 1250
postSynth.asyncResetShare_pct = 100.0
most_common_cell = "dfrtp_1"
syn_avg_cell_area_um2 = 10.96
synth-edff-count = 0
ys_chip_area_um2 = 1250
synth_seq_share_pct = 40.04
yosysWarnings = 1
netlist_instances = 114
netlist-cell-type-count = 32
yosysTopAreaCellShare_pct = 40.04
yosys_most_used_dff = "dfrtp_1"

[finish]
nFillCells = 873
regArea_um2 = 500.5
drive_above_1_share_pct = 8.633
syn_to_final_growth_pct = 33.43
reg_top3 = "clkdiv (20)"
final_area_um2 = 1668
comb_area_um2 = 674.4
largest_register_ffs = 20
top_register = "clkdiv"

[place]
dpl-instance-area_um2 = 1613
place.gp.congestion = 0.8038
dpl.hpwl_mm = 2.055
portBuffers = 28

[flow_run]
drv_cap = 0
warnings = 29
[where the power goes]
part / internal (W) / switching, W
sequential: 0.000162 / 0
clock: 0.0000700 / 0.0000509
combinational: 0.0000290 / 0.0000168
total: 0.000261 / 0.0000678
[cell usage in the layout, fill, tap and decap left out, drive strengths merged]
cell / n
a211oi: 1
a22o: 1
a22oi: 1
a31oi: 1
and2: 1
and3: 4
and4: 4
clkbuf: 4
clkdlybuf4s50: 28
conb: 1
dfrtp: 20
ha: 7
inv: 7
mux2: 2
mux4: 5
nand2: 8
nand2b: 2
nand3: 9
nand4: 3
nor2: 1
nor2b: 2
o21a: 2
o21ai: 1
o22ai: 3
o31ai: 1
or2: 1
or2b: 1
xnor2: 16
xor2: 2
[worst max path at each step]
stage / startpoint / end / slack [ns] / cells past startpoint
6_report: x[13] / a_to_g[3] / 0.85 / 9
5_1_grt: x[13] / a_to_g[3] / 0.69 / 9
4_1_cts: x[13] / a_to_g[3] / 0.84 / 9
[critical path, cell delays in order]
cell	delay, ns
clkdlybuf4s50_1	0.42
mux4_2	0.55
inv_1	0.11
ha_1	0.20
inv_1	0.09
nor2_1	0.10
a211oi_1	0.06
a31oi_1	0.15
clkdlybuf4s50_1	0.49
[cell type report]
class | count | area share [%]
clock buffers | 4 | 3.301
inverters | 7 | 1.575
multi-input cells | 80 | 40.44
flip-flops and latches | 20 | 30.01
well taps | 105 | 7.877
repair buffers | 28 | 16.80
[cells by family (layout without fill, tap and decap cells)]
logic type / after synthesis / count (layout) / share of synthesized area (%)
muxes: 7 / 7 / 11.11
AOI/OAI and AO/OA: 11 / 11 / 6.107
and+or+nand+nor: 36 / 36 / 16.82
other: 1 / 1 / 0.3000
buffers and inverters: 14 / 39 / 6.006
xor gates and xnor gates: 18 / 18 / 12.61
DFF: 20 / 20 / 40.04
adders and majority gates: 7 / 7 / 7.007
[routing by layer]
| metal | global-route usage, % | vias to the layer above | part of all wire [%] |
|---|---|---|---|
| met3 | 1.249 | 0 | 6.8 |
| met4 | 0 | 0 | 0 |
| met5 | 0 | - | 0 |
| met2 | 6.333 | 29 | 42 |
| met1 | 6.163 | 440 | 51 |
| li1 | - | 445 | - |
[stage by stage]
stage / utilization [%] / setup WS [ns] / cells / total power, W
after global routing: 20.30 / 0.6878 / 244 / 0.0003479
after detailed placement: 19.63 / 0.8460 / 240 / 0.0002111
after global placement: 19.63 / 0.8724 / 240 / 0.0002111
after CTS: 20.30 / 0.8405 / 244 / 0.0003334
final: 20.30 / 0.8462 / 244 / 0.0003284
after floorplan: - / 1.903 / 114 / 0.0001852
Power and IR drop assume default switching activity.
